$ cat design.v
module mux4to1(out,sel1,sel2,in1,in2,in3,in4);
	input in1,in2,in3,in4,sel1,sel2;
	output out;
	wire not_sel1,not_sel2,w1,w2,w3,w4,w5,w6;
	not (not_sel1,sel1);
	not (not_sel2,sel2);
	and (w1,in1,not_sel1,not_sel2);
	and (w2,in2,not_sel1,sel2);
	and (w3,in3,sel1,not_sel2);
	and (w4,in4,sel1,sel2);
	or (w5,w1,w2);
	or (w6,w3,w4);
	or (out,w5,w6);
endmodule
module mux32Bit4to1(out,in1,in2,in3,sel1,sel2);
	input [31:0] in1,in2,in3;
	output [31:0] out;
	input sel1,sel2;
	genvar j;
	generate for (j=0; j<32;j=j+1) 
		begin: mux_loop
			mux4to1 m1(out[j],sel1,sel2,in1[j],in2[j],in3[j]);
		end
	endgenerate
endmodule
module bit32AndGate (out,in1,in2);
	input [31:0] in1,in2;
	output [31:0] out;
	assign {out}=in1 &in2;
endmodule
module bit32OrGate (out,in1,in2);
	input [31:0] in1,in2;
	output [31:0] out;
	assign {out}=in1 | in2;
endmodule
module bit32FullAdder (Cout, Sum,In1,In2,Cin);
	input [31:0] In1,In2;
	input Cin;
	output Cout;
	output [31:0] Sum;
	assign {Cout,Sum}=In1+In2+Cin;
endmodule
module ALU(in1,in2,Binvert,Carryin,sel,Result,CarryOut);
	input [31:0] in1,in2;
	input Binvert,Carryin;
	input [1:0] sel;
	output [31:0] Result;
	output CarryOut;
	wire [31:0]out1;
	wire [31:0]out2;
	wire [31:0]out3;
	wire [31:0]in3;
	wire [31:0]in4;
	assign in3= ~in2;
	assign in4 = (Binvert)?in2:in3;
	bit32AndGate and32(out1,in1,in2);
	bit32OrGate or32(out2,in1,in2);
	bit32FullAdder sum32(CarryOut,out3,in1,in4,Carryin);
	mux32Bit4to1 result(Result,out1,out2,out3,sel[1],sel[0]);
endmodule
$ cat run.sh
#!/bin/bash
# OpenROAD 26Q1-2900-gdf79404cd8, Yosys 0.63+post, stock flow scripts
make -C /OpenROAD-flow-scripts/flow DESIGN_CONFIG=/design/flow/config.mk WORK_HOME=/design/flow/orfs finish
$ cat config.mk
export PLATFORM = sky130hd
export DESIGN_NAME = ALU
export DESIGN_NICKNAME = ALU
export VERILOG_FILES = /design/flow/design.v
export SDC_FILE = /design/flow/constraint.sdc
export NUM_CORES = 4
export LEC_CHECK = 1
export CORE_UTILIZATION = 50
$ cat constraint.sdc
current_design ALU

set clk_period 15.9
set clk_io_pct 0.2

create_clock -name clk0 -period $clk_period

set non_clock_inputs [all_inputs -no_clocks]
set_input_delay [expr $clk_period * $clk_io_pct] -clock clk0 $non_clock_inputs
set_output_delay [expr $clk_period * $clk_io_pct] -clock clk0 [all_outputs]
==> flow_summary.ini <==
; physical design summary
[detailed_routing]
vias_per_cell = 5.63
wl_met2_mm = 3.23
wl_per_cell_um = 12.8
vias = 3050
drt-pass1-iter-count = 20
num_antenna_cells = 0
wl_met3_um = 335
drt-met1-wl_mm = 3.36
antenna_left = 0
post-route-drc-count = 0
top_layer = met3
drt_wl_total_mm = 6.92
drt_iter0_drc = 90

[clocking]
post_cts_resized = 0
post_cts_buffers = 0
ctsHoldBuffers = 0

[placed_design]
placed_area_sq_um = 3650
gp_congestion = 0.921
port-buffer-count = 101
dp_hpwl_mm = 5.37

[synthesis]
common_cells = 62 x a21oi_1, 43 x xnor2_1, 32 x buf_4, 32 x o21a_1, 31 x ha_1
syn-instance-count = 421
yosys.area.top_type = ha_1
yosysWarnings = 32
synth_area_sq_um = 2860
synth.distinct_cells = 46
syn_area_per_cell_sq_um = 6.79
yosysChipArea_sq_um = 2860
yosysTopAreaCellShare_pct = 13.6
synth_stat.cells = 421
synthTopCellsByArea = ha_1 14%, xnor2_1 13%, a21oi_1 11%
ys_seq_share_pct = 0
yosysMostFrequentCell = a21oi_1

[critical_path]
worst_setup_path_end_kind = output port
worstSetupPathType = in -> out
start_kind = primary input
worstPathArrival_ns = 6.79
cp_max_fo = 32
critPathRequiredTime_ns = 12.72

[pwr]
p_per_area_nw_per_um2 = 47.2
ir_drop_v = 0.0000235
leakage_nw = 1.42

[die]
rows = 27
dieWidth_um = 77.6
ioPinCount = 101
initial_utilization_pct = 51.9
die-area_sq_um = 6020
die_h_um = 77.6
core_area_sq_um = 5510

[status]
outcome = finished clean

[layout]
comb_area_sq_um = 2490
design_area_sq_um = 3650
fillers = 527
drive_gt1_share_pct = 2.98
regArea_sq_um = 0
final_util_pct = 66.2
flops = 0
area.growth.synth_to_final_pct = 27.6
clkbuf_count = 0

[global_route]
grt_pass1_wl_mm = 11.9
grt_pass1_vias = 2684
grt_antenna_before_repair = 0
grt_overflow = 0
grt_usage_pct = 23.5
grt_max_degree = 60

[sta]
finalSetupTns_ns = 0
finalSetupViolCount = 0
max_clock_freq_mhz = 100
finalClockPeriodUsage_pct = 62.7
rsz0062_at_grt = false
hold_violations = 0
drv_slew = 0
period_minus_slack_ns = 9.97
relSlewSlack_pct = 61.3
worstMarginPinSlew_ns = 0.581

[hold_path]
worstHoldStart = in1[14]
holdCritPathClass = in -> out
min_to = Result[14]
holdPathStages = 4

[run]
drv_cap = 0
warning_count = 33
-- routing by layer --
metal	up-vias	global-route usage (%)
met4	0	0
met2	83	41.8
met3	0	0.358
met1	1349	33.7
met5	-	0
li1	1618	-
-- worst max path at each step --
stage,start,endpoint,slack (ns),cells after the start
6_report,Binvert,Result[30],5.93,15
4_1_cts,Binvert,Result[30],5.88,15
5_1_grt,Binvert,Result[30],5.63,15
-- stage by stage --
step           instances  hold WS [ns]  setup WS, ns  power (mW)
6_report             542          7.40          5.93       0.172
5_1_grt              542          7.44          5.63       0.191
4_1_cts              542          7.41          5.88       0.173
3_5_place_dp         542          7.40          5.89       0.172
3_3_place_gp         542          7.40          5.92       0.172
2_1_floorplan        421          6.59          6.77       0.124
-- where the power goes --
| group | switching, mW | internal (mW) | total, mW |
|---|---|---|---|
| Combinational | 0.0811 | 0.0911 | 0.172 |
| Sequential | 0 | 0 | 0 |
| Clock | 0 | 0 | 0 |
-- layout make-up --
cell class / instances / share of cell area [%]
Inverter: 9 / 0.926
Multi-Input combinational cell: 356 / 68.3
Timing Repair Buffer: 105 / 28.3
Tap cell: 72 / 2.47
-- layout by cell type (no fill, tap or decap), drive strengths merged, types with 3 or more instances in the layout --
master	synthesis	layout
a21oi	64	64
xnor2	43	43
and3	4	4
nor3	5	5
a21o	12	12
nor2	24	24
o21ai	18	18
nand4	3	3
o21a	32	32
inv	9	9
nor2b	3	3
o21bai	5	5
o22ai	24	24
nand3	7	7
nand2b	5	5
buf	39	6
a31oi	4	4
ha	31	31
clkdlybuf4s50	0	99
o32ai	5	5
nand2	30	30
xor2	11	11
-- worst max-delay path: stages --
cell             delay (ns)
buf_2                  0.07
buf_4                  0.45
xor2_1                 0.15
fa_1                   0.41
fa_1                   0.40
nand2b_1               0.18
a21oi_1                0.18
o21ai_1                0.12
o21ai_1                0.25
a211o_1                0.20
nand2_1                0.12
o31ai_2                0.36
nor2_1                 0.09
a211o_1                0.23
clkdlybuf4s50_1        0.40
-- cell families (layout without fill, tap and decap cells) --
family                     Yosys count  after routing  share of synthesized area (%)
buffers and inverters               65            114                           12.8
and+or+nand+nor                     89             89                           14.9
AOI/OAI and AO/OA                  180            180                           40.8
adders and majority gates           33             33                           15.0
xor gates and xnor gates            54             54                           16.5
Power figures rest on the tool's default switching activity, not on a simulated workload.
